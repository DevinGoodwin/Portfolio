==> design/flow/design.v <==
module RegFile(clk, reset, WriteData, WriteRegister, RegWrite, ReadReg1, ReadReg2, 
			ReadData1, ReadData2);
	output [31:0] ReadData1, ReadData2;
	reg [31:0] ReadData1, ReadData2;
	input reset;
	input [31:0] WriteData;
	input [4:0] WriteRegister, ReadReg1, ReadReg2;
	input RegWrite, clk;
	integer i;
	reg [31:0] Reg_File[31:0];  
	always @(ReadReg1 or ReadReg2 or WriteRegister or WriteData)
	begin
	ReadData1 = Reg_File[ReadReg1];
	ReadData2 = Reg_File[ReadReg2];
	if (ReadReg1 == WriteRegister && (ReadReg1 != 0) )
		ReadData1 = WriteData;
	if (ReadReg2 == WriteRegister && (ReadReg2 != 0) )
		ReadData2 = WriteData;
	end
	always @(posedge clk)
	begin
	if (reset) 
	begin
		for (i=0; i<32; i=i+1)
		Reg_File[i] <= 0;
	end
	else if (RegWrite)
		begin
		if (WriteRegister != 32'd0)
		Reg_File[WriteRegister] <= WriteData;
		end
	end
endmodule
==> design/flow/run.sh <==
#!/bin/bash
# OpenROAD 26Q1-2900-gdf79404cd8, Yosys 0.63+post, stock flow scripts
make -C /OpenROAD-flow-scripts/flow DESIGN_CONFIG=/design/flow/config.mk WORK_HOME=/design/flow/orfs finish
==> design/flow/config.mk <==
export PLATFORM = sky130hd
export DESIGN_NAME = RegFile
export DESIGN_NICKNAME = RegFile
export VERILOG_FILES = /design/flow/design.v
export SDC_FILE = /design/flow/constraint.sdc
export NUM_CORES = 4
export LEC_CHECK = 1
export CORE_UTILIZATION = 50
==> design/flow/constraint.sdc <==
current_design RegFile

set clk_period 17.9
set clk_io_pct 0.2

create_clock -name clk0 -period $clk_period [get_ports {clk}]

set non_clock_inputs [all_inputs -no_clocks]
set_input_delay [expr $clk_period * $clk_io_pct] -clock clk0 $non_clock_inputs
set_output_delay [expr $clk_period * $clk_io_pct] -clock clk0 [all_outputs]
==> impl_metrics.csv <==
group,metric,value,unit
outcome,outcome,"complete, no violations",
pwr,p_seq_share,47.8,%
floorplanning,rows,122,
finish,post-route-util,56.02,%
synthesis,synth-main-ff-cell,"edfxtp_1",
floorplanning,ios,114,
placed_design,port_buffers,113,
job,timing.max_cap.violations,0,
synthesis,synth_cells,3766,
grt,gr-usage-all-layers,36.75,%
pwr,pwr-share-clk,39.5,%
finish,area_growth_syn_to_layout,10.87,%
cts,htreeDepth,3,
synthesis,syn_area,0.05608,sq mm
finish,largest_reg_flops,1024,
synthesis,synth_cell_types,49,
timing,finalSetupViolCount,0,
pwr,intPower,4483,uW
worst_setup_path,cp.arrival,7.72,ns
cts,cts.hold.buffers_added,0,
job,warnings,26,
finish,fin_area,0.06217,sq mm
route,n_antenna_cell,0,
finish,regMostFlops,"Reg_File",
route,drt_first_iter_violations,1981,
route,ant_nets,0,
worst_setup_path,cp_data_required_time,14.32,ns
grt,grt_max_degree,89,
synthesis,yosysSeqAreaShare,54.84,%
placed_design,place_congestion,0.9187,
worst_setup_path,setup.worst_path.end_class,"output port",
pwr,leakage,0.02151,uW
pwr,p_sw_share,24.46,%
pwr,p_comb_share,12.7,%
timing,finalMaxSlewViolations,0,
worst_setup_path,critPathKind,"in2out",
timing,max_freq,88.52,MHz
timing,fin_ws,6.602,ns
synthesis,yosysTopAreaCell,"edfxtp_1",
pwr,switchingPower,1452,uW
floorplanning,die_y,336.9,um
synthesis,top_area_share,54.84,%
cts,path_clk_slew,0.06,ns
synthesis,async_flop_share,0,%
floorplanning,chip_area,0.1135,sq mm
placed_design,placed_cell_area,0.05844,sq mm
cts,clkSinkCount,1024,
floorplanning,die_w,336.9,um
timing,period_needed,11.30,ns
placed_design,place_ws,6.624,ns
finish,final_layout_top_logic_cells,"1024 x edfxtp_1, 962 x and2_1, 406 x mux4_2",
synthesis,synth_chip_area,0.05608,sq mm
synthesis,area_leaders,"edfxtp_1 55%, mux4_2 16%, and2_1 11%",
route,vias,34480,
placed_design,dp_hpwl,105400,um
synthesis,ys_ff,1024,
timing,relSlewSlack,29.05,%
cts,cts_resized,0,
cts,cts_buffers,113,
cts,cts_tree,"built",
floorplanning,core-area,0.1110,sq mm
cts,cts_root_buffer,"clkbuf_16",
floorplanning,core_util_floorplan,50.53,%
finish,fillers,8392,
pwr,irDropWorstVdd,0.07245,mV
synthesis,edf_count,1024,
grt,grt_pass1_vias,38090,
route,avgViaCountPerCell,6.462,
timing,rsz0062_at_grt,"no",
grt,grt_pass1_wl,264000,um
finish,reg.largest.list,"Reg_File x1024",
hold_path,min_path_type,"in2reg",
timing,finalCritPeriodShare,63.11,%
route,drc,0,
synthesis,ys_cells,3766,
worst_setup_path,worst_setup_path_start_kind,"primary input",
synthesis,synth.avg_cell_area,14.89,sq um
grt,grt_antenna_before_repair,1,
timing,finalHoldViolCount,0,
grt,grt_remaining_overflow,0,
route,drtPass1Iterations,8,
worst_setup_path,cp_max_fo,65,
pwr,power_density,95.46,mW/mm^2
timing,worst_slew_pin_slew,1.063,ns
finish,drive_above_1_share,23.18,%
synthesis,ys_warn_count,1,
timing,tns,0,ns
route,wl_per_cell,34.46,um
cts,post_cts_buffers,0,
pwr,finalPower,5935,uW
route,routed_wl,183900,um
finish,lay_top_count,"edfxtp_1",
cts,cts_max_path_buffers,3,
## critical path, cell delays in order
cell and delay (ns):
buf_8 0.37, buf_12 0.53, buf_4 0.62, buf_4 0.53
mux4_2 0.55, mux2i_1 0.59, a21oi_1 0.19, o221a_1 0.28
clkdlybuf4s50_1 0.41
## logic make-up after synthesis
group	Yosys count	synth area share, %
other	1	0.006687
AOI/OAI and AO/OA	324	4.650
muxes	733	23.50
DFF	1024	54.84
xor gates and xnor gates	8	0.1249
and+or+nand+nor	1226	13.00
buffers and inverters	450	3.885
## power groups by stage
stage	clock, uW	sequential, uW	combinational [uW]
6_report	2340	2840	755
5_1_grt	2450	2850	794
4_1_cts	2370	2840	751
## synth_stat cells, drive strengths merged (3+ instances only)
library cell,instances
clkbuf,278
nor3,32
buf,137
inv,35
xor2,4
a21oi,33
or2,33
a22oi,33
nand3b,5
o32ai,30
or4,3
a221oi,30
o21ai,33
o221a,31
and2,963
xnor2,4
mux2i,222
a211oi,62
o211ai,63
mux2,63
nand2,9
nor2b,35
nor2,132
nand3,6
edfxtp,1024
mux4,448
## per-layer routing
layer  GRT usage, %  vias to the layer above  part of all wire, %
met3          27.83                      435                   18
met1          44.17                    16820                   31
met5         0.5957                        -               0.0071
met4          13.67                        2                  4.9
li1               -                    14410                    -
met2          52.01                     2811                   46
## metrics by stage
stage / hold WS (ns) / instances
global placement: 4.154 / 5125
finish: 3.444 / 5336
floorplan: 3.778 / 3797
global route: 3.434 / 5336
CTS: 3.406 / 5336
detailed placement: 4.159 / 5125
## path summary, 6_finish.rpt
path,cells after the start,end,from
setup / recovery,9,ReadData1[20],ReadReg1[0]
hold / removal,2,Reg_File[0][20],reset
## cell type report
type	count	area (sq um)	share of cell area, %
Clock buffer	137	3045	4.899
Clock inverter	74	680.7	1.095
Inverter	35	131.4	0.2113
Multi-Input combinational cell	2323	23400	37.64
Sequential cell	1024	30750	49.46
Tap cell	1488	1862	2.995
Timing Repair Buffer	255	2300	3.699
No activity file was given, so power comes from the tool's default toggle rates.
