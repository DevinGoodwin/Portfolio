**run.sh**
```bash
#!/bin/bash
# OpenROAD 26Q1-2900-gdf79404cd8, Yosys 0.63+post, stock flow scripts
make -C /OpenROAD-flow-scripts/flow DESIGN_CONFIG=/design/flow/config.mk WORK_HOME=/design/flow/orfs finish
```
**config.mk**
```make
export PLATFORM = sky130hd
export DESIGN_NAME = memory2
export DESIGN_NICKNAME = memory2
export VERILOG_FILES = /design/flow/design.v
export SDC_FILE = /design/flow/constraint.sdc
export NUM_CORES = 4
export LEC_CHECK = 1
export CORE_UTILIZATION = 40
```
**constraint.sdc**
```tcl
current_design memory2

set clk_period 79.8
set clk_io_pct 0.2

create_clock -name clk0 -period $clk_period [get_ports {clk}]

set non_clock_inputs [all_inputs -no_clocks]
set_input_delay [expr $clk_period * $clk_io_pct] -clock clk0 $non_clock_inputs
set_output_delay [expr $clk_period * $clk_io_pct] -clock clk0 [all_outputs]
```
**design.v**
```verilog
module memory2(clk, mem_read, mem_write, address, data_in, data_out);
  input  clk, mem_read, mem_write;
  input  [31:0] address, data_in;
  output [31:0] data_out;
 integer i;
  reg [31:0] mem_array [0:127];
initial begin
for (i=0; i<128; i=i+1)
		mem_array[i] <= i;
end
  always @(posedge clk)
  begin
	if(mem_write)
		mem_array[address] <= data_in;
  end
  assign data_out = mem_array[address];
endmodule
```
==> changes_impl.md <==
## Flow update

- Vias: between 90k and 100k
- Area Growth Syn to Fin: 14.5%
- Async S/R FF share, synth: 0
- Final RePlAce weighted congestion: 0.969
- Post-detail-place hpwl: between 300000 and 400000 um
- Relative slew slack: 0.0389
- Post-synth EDFFs: 4096
- Placement Setup Slack: approximately 42000 ps
- Die X-Extent: 628 um
- I/O pins: 99
- Setup CP Type: primary input to primary output
- Clk Tree Root Cell: clkbuf_16
- Worst-Margin Slew: between 1000 and 1500 ps
- Setup TNS: 0 ps
- Initial antenna violation count: 58
- Crit path launch type: primary input
- CTS tree: done
- Synth top area share: 0.785
- Post-synth area hogs: edfxtp_1 79%, a221oi_1 4.7%, a22oi_1 2.2%
- DR iter-0 viols: approximately 7.5k
- Worst Path Max Fanout: between 50 and 60
- Core Util at FP: 0.402
- Total power: around 4600 uW
- Largest regs: mem_array x4096
- Final Hold Viols: 0
- GR Overflow Total: 0
- Synth area leader: edfxtp_1
- WL/cell: 36.8 um
- Core area: about 400000 um^2
- HP Class: primary input to register
- Cts bufs inserted: a little over 400
- PostCTS Resize Cnt: 0
- Final antenna-violating net count: 0
- F_max: 25.9 MHz
- Post-CTS Hold Buffers: 0
- Max IR drop VDD: 0.0208 mV
- Largest register FFs: 4096
- Critical Path Start: address[0]
- Slew Limit Fails: 0
- Reg area: between 100000 and 150000 um^2
- Worst-path clk slew: 60 ps
- Setup crit end: data_out[3]
- Cell count after synthesis: 8922
- Number of I/O port buffers: 72
- # fillers: 31.6k
- Longest Clk Path Bufs: 4
- Synth Register Bits: ~4.1k
- Ys Warns: 1
- Power Dens Cells: 25.5 nW/um^2
- Yosys chip area: 157000 um^2
- Max Cap Violations: 0
- Status: complete, no violations
- First-pass GRT wire length: ~750000 um
- Endpoints failing setup: 0
- Biggest register: mem_array
- Drt pass-1 iters: 23
- Static Leak: 0.0549 uW
- Clk sinks: roughly 4.1k
- RSZ-0062 raised after global routing: false
- HP Start: data_in[22]
- Overall die height: 628 um
- Num rows: 229
- Element type at the critical path end: primary output
- Vias/cell: between 6 and 7
- Final worst path period need: 38590 ps
- Vias in the first global route: 97.8k
- Avg Cell Area, Syn: 17.6 um^2
- Cell Type Count: 75
- Worst path required time: about 64000 ps
- Die area: 394000 um^2
- Sequential area share after synthesis: 0.785
- Synthesized area: 157000 um^2
- Logic area: around 32000 um^2
- Total GRT Usage: 0.304
- Routed Wire Length: ~550000 um
- Cell count in the Yosys report: 8922
- Setup ws final: 41210 ps
- Crit path DAT: 22630 ps
- # Post-CTS Setup Buffers: 0
- Share of cells above drive strength 1: 0.178
- Drt drc: 0
- Top_reg_cell synth: edfxtp_1
- Largest net degree at the start of global routing: 104
- H-tree lvl count: 5
- Crit share post-route: 0.484
- Log Warnings: around 58
[final cells by class]
| type | instances | area share |
|---|---|---|
| Tap cell | 5197 | 0.0363 |
| Inverter | 7 | 0.000279 |
| Multi-Input combinational cell | 4092 | 0.177 |
| Clock buffer | 507 | 0.0609 |
| Clock inverter | 251 | 0.0134 |
| Sequential cell | 4096 | 0.686 |
| Timing Repair Buffer | 582 | 0.0257 |
| Antenna cell | 88 | 0.00123 |
[where the power goes]
group          switching (uW)  total, uW  internal, uW
Sequential               1.77       2380          2380
Clock                     807       1910          1100
Combinational             220        291          71.5
Total                    1030       4580          3550
[cells in the mapped netlist (108+ instances only)]
| cell | number |
|---|---|
| edfxtp_1 | 4096 |
| a221oi_1 | 847 |
| a22oi_1 | 468 |
| a21oi_1 | 425 |
| clkbuf_1 | 324 |
| o21ai_0 | 324 |
| nor2_1 | 290 |
| mux2_2 | 277 |
| nand2_1 | 241 |
| buf_2 | 239 |
| o22ai_1 | 170 |
| buf_1 | 135 |
| mux2i_1 | 127 |
| nor2b_1 | 108 |
[kinds of logic (layout without fill, tap and decap cells)]
group,after synthesis,after routing,synth area share
flops,4096,4096,0.785
compound gates,2731,2731,0.129
simple gates,885,885,0.0274
buf+inv,734,1347,0.0203
mux,476,476,0.0382
other cells,0,88,0
[metal layers]
layer | track usage | share of wire | vias up
met5 | 0.103 | 0.0097 | -
met4 | 0.143 | 0.061 | 118
met3 | 0.305 | 0.22 | 1302
met2 | 0.404 | 0.43 | 7866
met1 | 0.294 | 0.28 | 45700
li1 | - | - | 38100
[how the worst min path moves through the flow]
stage / slack [ps] / depth (start not counted) / endpoint
after CTS: 15310 / 1 / mem_array[71][22]$_DFFE_PP_
final: 15370 / 1 / mem_array[71][22]$_DFFE_PP_
after global routing: 15350 / 1 / mem_array[71][22]$_DFFE_PP_
[cell usage in the layout (no fill, tap or decap), types with 95 or more instances in the layout]
master        n
clkbuf_16   424
a21oi_1     425
nor2_1      161
nand2_1     231
o22ai_1     170
mux2i_1     127
nor2_4      128
a221oi_1    847
o21ai_0     322
nor2b_1     101
a22oi_1     468
clkinv_1     95
mux2_2      277
edfxtp_1   4096
buf_4       532
[critical path: stages]
cell	delay, ps
buf_8	420
buf_4	440
buf_4	560
buf_4	660
buf_4	610
buf_4	580
mux4_2	570
nand2_1	80
a21oi_1	160
a21oi_1	450
o2111ai_1	600
or4_1	850
clkdlybuf4s50_1	490
[per-stage QoR]
stage	hold WS [ps]	std cells	util	area [um^2]
final	15370	14800	0.461	179000
after global routing	15350	14800	0.461	179000
after CTS	15310	14700	0.460	179000
after detailed placement	16330	14000	0.426	166000
after global placement	16330	14000	0.426	166000
after floorplan	16060	8922	-	157000
Power and IR drop assume default switching activity.
