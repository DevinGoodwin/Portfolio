**./run.sh**
```bash
#!/bin/bash
# OpenROAD 26Q1-2900-gdf79404cd8, Yosys 0.63+post, stock flow scripts
make -C /OpenROAD-flow-scripts/flow DESIGN_CONFIG=/design/flow/config.mk WORK_HOME=/design/flow/orfs finish
```
**./config.mk**
```make
export PLATFORM = sky130hd
export DESIGN_NAME = CSA_64_str
export DESIGN_NICKNAME = CSA_64_str
export VERILOG_FILES = /design/flow/design.v
export SDC_FILE = /design/flow/constraint.sdc
export NUM_CORES = 4
export LEC_CHECK = 1
export CORE_UTILIZATION = 30
```
**./constraint.sdc**
```tcl
current_design CSA_64_str

set clk_period 26.6
set clk_io_pct 0.2

create_clock -name clk0 -period $clk_period

set non_clock_inputs [all_inputs -no_clocks]
set_input_delay [expr $clk_period * $clk_io_pct] -clock clk0 $non_clock_inputs
set_output_delay [expr $clk_period * $clk_io_pct] -clock clk0 [all_outputs]
```
**./design.v**
```verilog
`timescale 1ns / 1ps
module CSA_64_str(
    input [63:0] a, b,
    input c_in,
    output  [63:0] s,
    output   c_out
    );
    wire [2:0] carry;
    wire [31:0] sA,sB; 
    wire [31:0] o1,o2;
    thirtytwo_bit_adder RPC32_1(.cout(carry[0]), .output1(s[31:0]), .A(a[31:0]), .B(b[31:0]), .c0(c_in));
    thirtytwo_bit_adder RPC32_2a(.cout(carry[1]), .output1(sA[31:0]), .A(a[63:32]), .B(b[63:32]), .c0(1'b0));
    thirtytwo_bit_adder RPC32_2b(.cout(carry[2]), .output1(sB[31:0]), .A(a[63:32]), .B(b[63:32]), .c0(1'b1));
    assign s[63:32] = carry[0]==1'b0 ? sA : sB;
    assign c_out = carry[0] == 1'b0 ? carry[1] : carry[2];
endmodule
`timescale 1ns / 1ns
module FA_str(c_out, sum, a, b, c_in);
input		a, b, c_in;  
output	c_out, sum;  
wire		not_a, not_b, not_c;
wire		and1_out, and2_out, and3_out, and4_out;
wire		and5_out, and6_out, and7_out, and8_out;
not	   not1		(not_a, a);
not	   not2		(not_b, b);
not		not3		(not_c, c_in);
and	#0		and1		(and1_out, a, not_b, not_c);
and	#0		and2		(and2_out, not_a, b, not_c);
and	#0		and3		(and3_out, not_a, not_b, c_in);
and	#0		and4		(and4_out, a, b, c_in);
or		#0		or1		(sum, and1_out, and2_out, and3_out, and4_out);
and	#0		and5		(and5_out, a, b);
and	#0		and6		(and6_out, b, c_in);
and	#0		and7		(and7_out, a, c_in);
and	#0		and8		(and8_out, a, b, c_in);
or		#0		or2		(c_out, and5_out, and6_out, and7_out, and8_out);
endmodule
`timescale 1ns / 1ps
module eight_bit_adder(
    input [7:0] A,
    input [7:0] B,
    input c0,
    output [7:0] output1,
    output cout,
    output [3:0] t1,
    output [3:0] t2
    );
    wire [3:0] i1, i2, j1, j2, o1, o2;  
    wire c1;  
    assign i1 = A[3:0];
    assign j1 = B[3:0];
    assign i2 = A[7:4];
    assign j2 = B[7:4];
    full_adder g1(.A(i1), .B(j1), .C0(c0), .output1(o1), .cout(c1));
    full_adder g2(.A(i2), .B(j2), .C0(c1), .output1(o2), .cout(cout));
    assign output1[3:0] = o1[3:0];
    assign output1[7:4] = o2[3:0];
    assign t1 = o1;
    assign t2 = o2;
endmodule
`timescale 1ns / 1ps
module full_adder(
    input [3:0] A,
    input [3:0] B,
    input C0,
    output [3:0] output1,
    output cout
);
    wire [3:0] inputB;
    wire carry1, carry2, carry3, carry4;
    FA_str bit1(.a(A[0]), .b(B[0]), .c_in(C0), .c_out(carry1), .sum(output1[0]));
    FA_str bit2(.a(A[1]), .b(B[1]), .c_in(carry1), .c_out(carry2), .sum(output1[1]));
    FA_str bit3(.a(A[2]), .b(B[2]), .c_in(carry2), .c_out(carry3), .sum(output1[2]));
    FA_str bit4(.a(A[3]), .b(B[3]), .c_in(carry3), .c_out(carry4), .sum(output1[3]));
    assign cout = carry4;
endmodule
`timescale 1ns / 1ps
module sixteen_bit_adder(
    input [15:0] A,
    input [15:0] B,
    input c0,
    output [15:0] output1,
    output cout,
    output [7:0] t1,
    output [7:0] t2
    );
    wire [7:0] i1, i2, j1, j2, o1, o2;
    wire c1;
    assign i1 = A[7:0];
    assign i2 = A[15:8];
    assign j1 = B[7:0];
    assign j2 = B[15:8];
    eight_bit_adder g1(.A(i1), .B(j1), .c0(c0), .output1(o1), .cout(c1));
    eight_bit_adder g2(.A(i2), .B(j2), .c0(c1), .output1(o2), .cout(cout));
    assign output1[7:0] = o1[7:0];
    assign output1[15:8] = o2[7:0];
    assign t1 = o1;
    assign t2 = o2;
endmodule
`timescale 1ns / 1ps
module thirtytwo_bit_adder(
    input [31:0] A,
    input [31:0] B,
    input c0,
    output [31:0] output1,
    output cout,
    output [15:0] t1,
    output [15:0] t2
    );
    wire [15:0] i1, i2, j1, j2, o1, o2;
    wire c1;
    assign i1 = A[15:0];
    assign i2 = A[31:16];
    assign j1 = B[15:0];
    assign j2 = B[31:16];
    sixteen_bit_adder g1(.A(i1), .B(j1), .c0(c0), .output1(o1), .cout(c1));
    sixteen_bit_adder g2(.A(i2), .B(j2), .c0(c1), .output1(o2), .cout(cout));
    assign output1[15:0] = o1;
    assign output1[31:16] = o2;
    assign t1 = o1;
    assign t2 = o2;
endmodule
```
==> out/summary.json <==
{
  "outcome": "complete, no violations",
  "yosysUniqueCellTypes": 10,
  "grt_antenna_before_repair": 0,
  "hold_viol_final": 0,
  "sequential_cell_area_um2": 0,
  "max-slew-margin-rel": 0.603,
  "cpMaxStageDelayCell": "sky130_fd_sc_hd__clkdlybuf4s50_1",
  "worstSetupPathType": "in -> out",
  "antennaDiodeCount": 0,
  "layoutNonFillerInstCount": 444,
  "fp-row-count": 34,
  "openroad.warnings": 33,
  "yosys.stat.seqShare": 0,
  "hp-start": "c_in",
  "routed_wire_length_per_instance_um": 13.8,
  "floorplan.die.width_um": 97.4,
  "critical-path-max-stage-delay_ps": 470,
  "clock_buffers": 0,
  "cts-hold-fix-buffers": 0,
  "dr_total_vias": 1879,
  "ys_warn_count": 0,
  "slew_viol_final": 0,
  "static_leak_nw": 1.78,
  "core_area_mm2": 0.00876,
  "netlist_instances": 177,
  "detailedPlacementHpwl_mm": 5.81,
  "power_density_mw_per_mm2": 26.0,
  "clock.fmax_mhz": 40.9,
  "globalplace.congestion": 0.807,
  "port_buffers": 194,
  "grt_util_all_layers": 0.139,
  "post_cts.resized_instances": 0,
  "postCtsSetupBuffers": 0,
  "cp.required_ps": 21280,
  "finalClockPeriodUsage": 0.919,
  "grt.overflow.total": 0,
  "detail_route.vias_per_cell": 4.23,
  "worstPathMaxFanout": 33,
  "path_common_cell": "sky130_fd_sc_hd__fa_1",
  "worst_hold_path_cell_count": 5,
  "sort_of_element_at_the_end_of_the_critical_path": "primary output",
  "first_pass_grt_wire_length_mm": 10.2,
  "antenna_violating_nets_post_route": 0,
  "yosysCellCount": 177,
  "postSynthAreaPerCell_um2": 15.4,
  "yosys-stat-area_mm2": 0.00273,
  "min_period_ps": 24460,
  "drive_gt1_frac": 0.0952,
  "grt_start_max_net_pins": 34,
  "floorplan.die_area_mm2": 0.00949,
  "synth.cell_area_mm2": 0.00273,
  "boundaryPins": 194,
  "irDropWorstVdd_v": 0.0000186,
  "wl_mm": 6.13,
  "area.growth.synth_to_final_pct": 65.0,
  "max_cap_violations": 0,
  "arrival_time_worst_endpoint_ps": 19140,
  "finalSetupTns_ps": 0,
  "worstHoldPathType": "in -> out",
  "placedCellCount": 444,
  "drt_pass1_iterations": 2,
  "drt_first_iter_violations": 1,
  "final_count_of_negative_setup_slack_endpoints": 0,
  "seq_cell_count": 0,
  "worst_setup_path_start_kind": "primary input",
  "starting_utilization_of_the_core_area": 0.312,
  "max_slew.worst_pin.slew_ps": 595,
  "dieHeight_um": 97.4,
  "drt_drc_violations_left": 0,
  "grt_pass1_vias": 2194,
  "unrepaired_setup_endpoints_after_global_routing": "false",
  "hold_end": "s[0]"
}
-- cell usage in the layout, fill, tap and decap left out, drive strengths merged --
master,instances
xor2,1
clkdlybuf4s50,194
mux2,30
ha,2
fa,94
inv,12
buf,1
mux2i,2
-- cell families (layout without fill, tap and decap cells) --
family | count (synthesis) | count (layout) | synth area share
muxes | 32 | 32 | 0.168
adders and majority gates | 96 | 96 | 0.698
buffers and inverters | 48 | 207 | 0.131
xor gates and xnor gates | 1 | 1 | 0.00321
-- metal layers --
metal	wire length [um]	track usage	vias to the layer above
li1	-	-	835
met1	2080	0.172	929
met2	3260	0.251	113
met3	761	0.0520	2
met4	27	0.00452	0
met5	0	0	-
-- cell type report --
cell class	count	area, um^2
fillers	777	4260
multi-input cells	129	2380
repair buffers	195	1950
well taps	108	135
inverters	12	45.0
-- synthesized netlist by cell type, drive strengths merged --
cell type | instances | area [um^2]
mux2 | 30 | 439
mux2i | 2 | 20.0
xor2 | 1 | 8.76
inv | 12 | 45.0
ha | 2 | 25.0
fa | 94 | 1880
buf | 36 | 312
-- power by group --
part           leakage [nW]  total, mW  switching [mW]  internal (mW)
registers                 0          0               0              0
logic                  1.78      0.117          0.0330         0.0842
clock network             0          0               0              0
-- worst max-delay path, delay by kind of cell --
| family | cells | cell delay [ps] |
|---|---|---|
| multiplexers | 1 | 320 |
| buffers and inverters | 5 | 1310 |
| adder cells (fa/ha/maj) | 32 | 12140 |
-- worst max path at each step --
stage	startpoint	endpoint	slack (ps)	cells past startpoint
CTS	a[0]	s[38]	2060	38
global route	b[0]	s[60]	1660	38
finish	a[0]	s[38]	2140	38
-- through the flow --
| step | worst slack (ps) | total power [mW] | util | cell area [um^2] | hold slack (ps) |
|---|---|---|---|---|---|
| global route | 1660 | 0.131 | 0.514 | 4510 | 11740 |
| global placement | 2170 | 0.119 | 0.514 | 4510 | 11690 |
| detailed placement | 2090 | 0.119 | 0.514 | 4510 | 11690 |
| finish | 2140 | 0.117 | 0.514 | 4510 | 11690 |
| CTS | 2060 | 0.120 | 0.514 | 4510 | 11690 |
| floorplan | 3380 | 0.0557 | - | 2730 | 10830 |
Power is estimated from default activity; no workload was simulated.
